$ cat flow/config.mk
export PLATFORM = sky130hd
export DESIGN_NAME = counter
export DESIGN_NICKNAME = counter
export VERILOG_FILES = /design/flow/design.v
export SDC_FILE = /design/flow/constraint.sdc
export NUM_CORES = 4
export LEC_CHECK = 1
export CORE_AREA = 10 10 78 78
export DIE_AREA = 0 0 88 88
$ cat flow/constraint.sdc
current_design counter

set clk_period 4.4
set clk_io_pct 0.2

create_clock -name clk0 -period $clk_period [get_ports {clk}]

set non_clock_inputs [all_inputs -no_clocks]
set_input_delay [expr $clk_period * $clk_io_pct] -clock clk0 $non_clock_inputs
set_output_delay [expr $clk_period * $clk_io_pct] -clock clk0 [all_outputs]
$ cat flow/run.sh
#!/bin/bash
# OpenROAD 26Q1-2900-gdf79404cd8, Yosys 0.63+post, stock flow scripts
make -C /OpenROAD-flow-scripts/flow DESIGN_CONFIG=/design/flow/config.mk WORK_HOME=/design/flow/orfs finish
$ cat flow/design.v
`timescale 1ns / 1ps
module counter (dout, N, ld_N, dec_N, clk, clr); 
 input [15:0] N; 
 input ld_N, dec_N, clk, clr; 
 output reg [15:0] dout; 
 always @(posedge clk) 
   begin
	 if (clr) 
		 dout <= 1'b0; 
	 else if (ld_N) 
		 dout <= N; 
	 else if (dec_N) 
		 dout <= dout - 1; 
	end
endmodule
==> flow_summary.toml <==
# physical design summary
[logic_synthesis]
yosysTopAreaCellShare_pct = 35.46
flip_flops_with_a_built_in_enable = 0
synthCells = 110
synth.yosys.warnings = 1
synth_sequential_area_ratio_pct = 35.46
netlist_top_cells_area = "sky130_fd_sc_hd__dfxtp_1 (35%), sky130_fd_sc_hd__o21a_1 (8.3%), sky130_fd_sc_hd__a21oi_1 (7.8%), sky130_fd_sc_hd__xor2_1 (6.8%), sky130_fd_sc_hd__inv_1 (5.4%)"
ff_type = "sky130_fd_sc_hd__dfxtp_1"
synth.cells.most_frequent = "sky130_fd_sc_hd__dfxtp_1 (16), sky130_fd_sc_hd__a21oi_1 (14), sky130_fd_sc_hd__inv_1 (13)"
yosysCellCount = 110
netlist.top_cell.by_instances = "sky130_fd_sc_hd__dfxtp_1"
biggest_area_consumer_among_synthesized_cells = "sky130_fd_sc_hd__dfxtp_1"
syn-mean-instance-area_um2 = 8.212
synth-seq-cells = 16
syn_area_um2 = 903.4
synth_chip_area_um2 = 903.4
async_reset_ff_share_pct = 0
synth_cell_type_count = 30

[final_timing]
layout_worst_path_cycle_share_pct = 57.84
setup_viol = 0
finalHoldViolCount = 0
slew_viol_final = 0
grt_setup_unrepaired = "false"
totalNegativeSetupSlack_ns = 0
fmax_mhz = 392.9
tightest_slew_ns = 0.7569
finalClockSkew_ns = 0.003610
worst_slew_margin_rel_pct = 49.38
layout_min_cycle_time_ns = 2.545

[clock_network]
clk_transition_reported_paths_ns = 0.06
post-cts-setup-buffers = 0
clockBufferDepth = 2
clkSinkCount = 16
total_cts_buffers = 3
tritoncts = "done"
cts_root_buffer = "sky130_fd_sc_hd__clkbuf_8"
ctsHoldBuffers = 0
htree_levels = 1
clock_latency_reported_for_the_late_side_of_the_worst_skew_pair_ns = 0.24
post_cts_resized = 0

[global_routing]
grtUsageMet3_pct = 1.777
grt_use_met1_pct = 8.819
grt_antenna_before_repair = 0
grt-busiest-layer = "met2"
overflow_after_grt = 0
met2_track_usage_gr_pct = 10.45
grt_use_total_pct = 6.585
grt_pass1_wl_um = 4222
grt_start_max_net_pins = 24
first_global_vias = 859

[cells_and_area]
registers.top_by_ff_count = "dout"
design_area_mm2 = 0.001349
number_of_flip_flops_in_the_largest_register = 16
fillerInstances = 472
reg.largest.list = "dout: 16 flops"
post_layout_nonfiller_instances = 196
area_growth_pct = 49.31
seq_area_um2 = 320.3
multiInputGateArea_um2 = 515.5
post_route_cells_drive_above_1_share_pct = 6.250

[placement]
dpl-instance-area_mm2 = 0.001308
dpl.hpwl_um = 1983
weighted_congestion_at_the_end_of_routability_driven_global_placement = 0.8481
dpl.cell_count = 193
port_buffers = 35

[power_and_ir_drop]
fin_total_pwr_mw = 0.3836
max-vdd-ir-drop_mv = 0.09280
power.density_mw_per_mm2 = 284.4
p_leak_nw = 0.5476

[die]
die_area_mm2 = 0.007744
initial_core_util_pct = 20.46
floorplan.rows = 24
die_height_um = 88
chipWidth_um = 88
io_pins = 36
floorplan.core_area_mm2 = 0.004414

[critical_path]
worst_r2r_path_depth = 4
reg2reg_from = "dout[6]$_SDFFE_PP0P_"
reg2reg_setup_slack_ns = 2.53
data_arrival_time_of_the_critical_path_ns = 2.67
worstSetupPathType = "input pin to flop"
path_max_fanout = 6
worst_ep_required_time_ns = 4.52
cp-start-kind = "input pin"
r2r-end = "dout[12]$_SDFFE_PP0P_"
critical_path.endpoint_type = "flop"

[worst_hold_path]
hold_path.startpoint = "dout[15]$_SDFFE_PP0P_"
timing.hold.worst_endpoint = "dout[15]$_SDFFE_PP0P_"
hold_path_class = "flop to flop"
hold_path_stages = 2

[drt]
detailroute.via_count = 863
drt_first_iter_violations = 67
drtPass1Iterations = 4
detail_route.wirelength_um = 2607
avgRoutedWirePerCell_um = 13.30
detail_route.antenna_diodes = 0
detail-route-antenna-nets = 0
ratio_of_routed_vias_to_standard_cells = 4.403
drc = 0

[job]
stage_log_warnings = 25
cap_viol_max_count = 0

[outcome]
status = "completed"
-- cell families after synthesis --
logic type               synth area share, %
AND-OR/OR-AND                          22.71
multiplexers                           1.108
buffers and inverters                  7.479
adder cells (fa/ha/maj)                1.385
AND/OR/NAND/NOR                        21.19
flip-flops                             35.46
XOR/XNOR                               10.66
-- worst max-delay path by stage --
stage | from | to | slack [ns] | depth (start not counted)
final | dec_N | dout[11]$_SDFFE_PP0P_ | 1.85 | 5
after global routing | dec_N | dout[13]$_SDFFE_PP0P_ | 1.74 | 5
after CTS | dec_N | dout[11]$_SDFFE_PP0P_ | 1.87 | 5
-- placed cells by master, fill, tap and decap left out, types with 2 or more instances in the layout --
cell and n:
sky130_fd_sc_hd__clkdlybuf4s50_1 35, sky130_fd_sc_hd__dfxtp_1 16, sky130_fd_sc_hd__a21oi_1 14, sky130_fd_sc_hd__inv_1 13
sky130_fd_sc_hd__o21a_1 10, sky130_fd_sc_hd__xor2_1 7, sky130_fd_sc_hd__nor2_1 6, sky130_fd_sc_hd__nor4_1 5
sky130_fd_sc_hd__nor3_1 5, sky130_fd_sc_hd__xnor2_1 4, sky130_fd_sc_hd__nand2_1 3, sky130_fd_sc_hd__clkbuf_8 3
sky130_fd_sc_hd__or3_1 2, sky130_fd_sc_hd__a21o_1 2, sky130_fd_sc_hd__a211oi_1 2, sky130_fd_sc_hd__or4_4 2
-- final cells by class --
cell class              instances  area share (%)
multi-input cells              76           38.22
repair buffers                 36           26.53
flip-flops and latches         16           23.75
well taps                      52           4.824
inverters                      13           3.618
clock buffers                   3           3.061
-- report_power, final --
| group | internal (mW) | switching (mW) | total [mW] |
|---|---|---|---|
| Combinational | 0.0634 | 0.0389 | 0.102 |
| Clock | 0.0605 | 0.0473 | 0.108 |
| Sequential | 0.157 | 0.0164 | 0.173 |
| Total | 0.281 | 0.103 | 0.384 |
-- layer usage --
metal	share of wire (%)	vias to the layer above
li1	-	465
met1	45	370
met2	44	26
met3	9.6	2
met4	1.5	0
met5	0	-
-- worst max-delay path, stage by stage --
cell	delay (ns)
sky130_fd_sc_hd__clkdlybuf4s50_1	0.57
sky130_fd_sc_hd__or3b_2	0.55
sky130_fd_sc_hd__nor2_1	0.23
sky130_fd_sc_hd__a211oi_1	0.10
sky130_fd_sc_hd__a2111oi_0	0.34
-- through the flow --
step                util (%)  setup slack [ns]  hold slack (ns)
detailed placement     29.62             1.613           0.5775
CTS                    30.56             1.867           0.5989
finish                 30.56             1.855           0.5995
global placement       29.62             1.671           0.5698
floorplan                  -             2.332           0.5297
global route           30.56             1.736           0.6515
