===== design/flow/design.v =====
`timescale 1ns / 1ps
module controlpath(
	input go,
	input clk,
	input eqz,
	output eoc, ld_a, ld_b, ld_p, ld_acc, ld_N, dec_N, clr_acc, clr
    );
	controlpath_1 z1(ld_a, ld_b, ld_N, clr_acc, clr, go, clk, eqz);
	controlpath_2 z2(ld_p, ld_acc, dec_N, eoc, ld_a, eqz, clk);
endmodule
module controlpath_1(
	output reg ld_a, ld_b, ld_N, clr_acc, clr,
	input go, clk, eqz);
	reg [1:0] state;
	parameter S0=2'b00, S1=2'b01, S2=2'b10, S3=2'b11;
	initial state = 2'b00;
	always @(posedge clk) 
	 begin 
		 case(state) 
			 S0:
				begin
					if (go) state <= S1; 
					else state <=S0;
				end
			 S1: state <= S2; 
			 S2: 
				begin
					if (!eqz) state <= S2;
					else state <= S3; 
				end
			 S3: state <= S3;
			 default: state <= S0;
		 endcase
	end
	always @(state) 
	 begin 
		 case(state)
			 S0: begin ld_a = 0; ld_b = 0; ld_N = 0; clr_acc = 1; clr = 1; end
			 S1: begin ld_a = 0; ld_b = 0; ld_N = 1; clr_acc = 1; clr = 0; end
			 S2: begin ld_a = 1; ld_b = 1; ld_N = 0; clr_acc = 0; clr = 0; end
			 S3: begin ld_a = 0; ld_b = 0; ld_N = 0; clr_acc = 0; clr = 1; end
			 default: begin ld_a = 0; ld_b = 0; ld_N = 0; clr_acc = 1; clr = 1; end
		 endcase
	 end
endmodule
module controlpath_2(
	output reg ld_p, ld_acc, dec_N, eoc,
	input ld_a, eqz, clk);
	reg [1:0] state;
	parameter S0=2'b00, S1=2'b01, S2=2'b10;
	initial state = 2'b00;
	always @(posedge clk) 
	 begin 
		 case(state) 
			 S0:
				begin
					if (ld_a) state <= S1; 
					else state <= S0;
				end
			 S1: 
				begin
					if (!eqz) state <= S1;
					else state <= S2; 
				end
			 S2: state <= S2;
			 default: state <= S0;
		 endcase
	end
	always @(state) 
	 begin 
		 case(state)
			 S0: begin ld_p = 0; ld_acc = 0; dec_N = 0; eoc = 0; end
			 S1: begin ld_p = 1; ld_acc = 1; dec_N = 1; eoc = 0; end
			 S2: begin ld_p = 0; ld_acc = 0; dec_N = 0; eoc = 1; end
			 default: begin ld_p = 0; ld_acc = 0; dec_N = 0; eoc = 0; end
		 endcase
	 end
endmodule

===== design/flow/run.sh =====
#!/bin/bash
# OpenROAD 26Q1-2900-gdf79404cd8, Yosys 0.63+post, stock flow scripts
make -C /OpenROAD-flow-scripts/flow DESIGN_CONFIG=/design/flow/config.mk WORK_HOME=/design/flow/orfs finish

===== design/flow/config.mk =====
export PLATFORM = sky130hd
export DESIGN_NAME = controlpath
export DESIGN_NICKNAME = controlpath
export VERILOG_FILES = /design/flow/design.v
export SDC_FILE = /design/flow/constraint.sdc
export NUM_CORES = 4
export LEC_CHECK = 1
export CORE_AREA = 10 10 70 70
export DIE_AREA = 0 0 80 80

===== design/flow/constraint.sdc =====
current_design controlpath

set clk_period 1.5
set clk_io_pct 0.2

create_clock -name clk0 -period $clk_period [get_ports {clk}]

set non_clock_inputs [all_inputs -no_clocks]
set_input_delay [expr $clk_period * $clk_io_pct] -clock clk0 $non_clock_inputs
set_output_delay [expr $clk_period * $clk_io_pct] -clock clk0 [all_outputs]

==> results_slide.txt <==
Physical Implementation Snapshot

STA
  • Worst setup margin: 79.7 ps
  • Final min period: 1420 ps
  • Final slew viol count: 0
  • Tightest Pin Transition: 199 ps
  • Slew headroom: 86.7%
  • Final setup violation count: 0
  • Final Hold Fails: 0
  • Max Clk Rate: 704 MHz
  • Layout Skew: 6.86 ps
  • RSZ-0062 raised after global routing: false
  • Crit share post-route: 94.7%

Synth
  • Sequential share of the synthesized area: 33.3%
  • Synth warn: 2
  • Area leader, netlist: dfxtp_1
  • Average cell area after synthesis: 9.24 µm²
  • Main area contributors: dfxtp_1 33%, ha_1 26%, buf_4 9.4%, inv_1 7.8%, and2b_1 6.3%
  • Mapped Area: 240 µm²
  • Synth top area share: 33.3%
  • Commonest flop: dfxtp_1
  • Ys async rst share: 0%
  • Netlist cell types: 10
  • Yosys cell count: 26
  • Cells after synthesis: 26
  • Yosys Chip Area: 240 µm²
  • Register bit total from synthesis: 4
  • Post-synth top cells: 5 x ha_1, 5 x inv_1, 4 x dfxtp_1
  • Number of synthesized flops with an enable pin: 0

Clock tree
  • CTS tree: yes
  • Reg clk slew, reported paths: 40 ps
  • Num Clock Sinks: 4
  • Clk Tree Root Cell: clkbuf_4
  • Latency at later pin: 240 ps
  • CTS H-tree lvls: 1
  • Clock buffer depth: 2
  • Cts bufs inserted: 3

Drt
  • Drt pass-1 iters: 2
  • Via Count: 237
  • Detail Route Antenna Nets: 0
  • Avg Vias per Cell: 2.58
  • Antenna cells: 0
  • Routed wire per std cell: 7.38 µm
  • Routed WL: 679 µm
  • Drt first-iter violations: 3
  • Drt drc: 0

Worst setup path
  • CP required: 1200 ps
  • FF-to-FF setup slack: 370 ps
  • Buf+Inv Stages, Crit Path: 3
  • CP arrival: 1120 ps
  • CP cell instances: inv_2 -> buf_4 -> ha_4 -> dlygate4sd2_1
  • Worst path slowest cell: dfxtp_2
  • Worst setup EP type: output port
  • Worst path top cell family by delay: buffers and inverters
  • CP max stage delay: 330 ps
  • Crit path launch type: flip-flop
  • Critical Path Fanout Max: 2
  • Setup Crit Path Kind: flip-flop to output port

Floorplan
  • Die Wd: 80 µm
  • # IOs: 12
  • Std-Cell Rows: 21
  • Die Size: 6400 µm²
  • Core Box Area: 3420 µm²
  • Initial Util: 7.03%
  • Die Y-Extent: 80 µm

Cells and area
  • Final non-filler cell total: 92
  • Layout fillers: 403
  • Final instance area: 490 µm²
  • Layout cells sized above 1: 56.5%
  • Gate Area: 151 µm²
  • FF/Latch Area: 85.1 µm²
  • Syn-to-layout area delta: 104%

Min path
  • Hold WC Path Type: flip-flop to flip-flop

Flow run
  • OpenROAD warning count: 30
  • Maxcap violations: 0

Power and ir drop
  • Switch Pwr: 0.104 mW
  • VDD IR max: 0.307 mV
  • Clock share of power: 31.2%
  • Sequential share of power: 34.1%
  • Switching Fraction: 24.2%
  • P per Cell Area: 877 nW/µm²
  • Total Power Consumption: 0.430 mW
  • Pint: 0.326 mW
  • Combinational Power Share: 34.7%
  • P_leak: 0.242 nW

GRT
  • Number of global-route vias before repair: 262
  • GRT Residual Overflow: 0
  • First-pass GRT wire length: 1230 µm
  • Largest net degree at the start of global routing: 5
  • Total global routing track utilization: 2.50%
  • Initial antenna violation count: 0

Placement
  • Post-DP HPWL: 493 µm
  • Place WS: -43.7 ps
  • I/O Buffers: 11
  • Routability cong.: 0.736
  • Placed cell count: 82
  • DP Area: 400 µm²

Outcome
  • Status: completed
state kept, by name (all words and copies together) (netlist names):
register / flops
z1.state: 2
z2.state: 2
worst reg2reg max path: stages, from the launching register on:
cell      delay, ps
dfxtp_2         330
inv_2            40
buf_4           130
ha_4            150
buf_4           130
buf_4           120
nand2b_1         50
a21oi_1          60
worst paths after layout:
check | end | startpoint | depth (start not counted)
worst min register to register | z2.state[0] | z2.state[1] | 1
worst max-delay path | ld_a | z1.state[0] | 4
worst min-delay path | z2.state[0] | z2.state[1] | 1
worst max register to register | z2.state[0] | z1.state[0] | 7
layout by cell type, fill, tap and decap left out, types with 2 or more instances in the layout:
cell and count:
a21oi_1 2, and2b_1 2, buf_4 8, clkbuf_2 3
clkbuf_4 3, clkdlybuf4s50_1 2, dfxtp_2 4, dlygate4sd2_1 5
ha_2 2, ha_4 2, inv_1 4, nand2b_1 2
metrics by stage:
stage	utilization (%)	hold slack, ps	TNS, ps
6_report	14.4	401	0
5_1_grt	14.4	417	0
4_1_cts	13.8	403	-143
3_5_place_dp	11.7	422	-116
3_3_place_gp	11.7	407	-19.5
2_1_floorplan	-	397	0
final cells by class:
cell class,count,share of cell area (%)
timing repair buffer,20,31.6
clock buffer,3,4.59
sequential,4,17.3
tap,46,11.7
inverter,5,3.83
multi-input combinational,14,30.9
repair_timing:
action | 4_1_cts | 5_1_grt
resized | 18 | 11
hold endpoints to repair | 0 | 0
setup endpoints to repair | 9 | 4
pin swaps | 2 | 0
hold buffers | 0 | 0
setup buffers | 6 | 1
per-layer routing:
layer	wire [µm]	track usage, %
met3	174	3.18
met2	203	2.73
met4	0	0.352
met5	0	0
met1	301	2.94
power by group through the flow:
| stage | Clock [mW] | Sequential, mW | Combinational (mW) |
|---|---|---|---|
| 4_1_cts | 0.138 | 0.147 | 0.141 |
| 5_1_grt | 0.149 | 0.150 | 0.173 |
| 6_report | 0.134 | 0.147 | 0.149 |
cells by family (layout without fill, tap and decap cells):
logic type	after synthesis	after routing	share of synthesized area (%)
simple gates	5	5	13.0
fa+ha+maj	5	5	26.0
flops	4	4	33.3
compound gates	4	4	10.4
buf+inv	8	28	17.2
No activity file was given, so power comes from the tool's default toggle rates.
